<file path="flow/design.v">
module test19_unpack(clk, func_in, val_out_1, val_out_2);
  input clk;
  input [31:0] func_in;
  output [26:0] val_out_1;  
  output [9:0] val_out_2;   
  reg [31:0] a;
  reg [26:0] a_m;
  reg [9:0] a_e;
  always @(posedge clk) begin
      a <= func_in;
      a_m <= {a[22 : 0], 3'd0};
      a_e <= {2'b00, a[30 : 23]}; 
  end
  assign val_out_1 = a_m;
  assign val_out_2 = a_e;
endmodule
</file>
<file path="flow/run.sh">
#!/bin/bash
# OpenROAD 26Q1-2900-gdf79404cd8, Yosys 0.63+post, stock flow scripts
make -C /OpenROAD-flow-scripts/flow DESIGN_CONFIG=/design/flow/config.mk WORK_HOME=/design/flow/orfs finish
</file>
<file path="flow/config.mk">
export PLATFORM = sky130hd
export DESIGN_NAME = test19_unpack
export DESIGN_NICKNAME = test19_unpack
export VERILOG_FILES = /design/flow/design.v
export SDC_FILE = /design/flow/constraint.sdc
export NUM_CORES = 4
export LEC_CHECK = 1
export CORE_AREA = 10 10 107 107
export DIE_AREA = 0 0 117 117
</file>
<file path="flow/constraint.sdc">
current_design test19_unpack

set clk_period 1.0
set clk_io_pct 0.2

create_clock -name clk0 -period $clk_period [get_ports {clk}]

set non_clock_inputs [all_inputs -no_clocks]
set_input_delay [expr $clk_period * $clk_io_pct] -clock clk0 $non_clock_inputs
set_output_delay [expr $clk_period * $clk_io_pct] -clock clk0 [all_outputs]
</file>
==> Slide: Implementation Results <==
Synthesis and Place & Route Summary

Placement
  – IO buf count: 62
  – Gpl congestion: 0.637

Status
  – Status: finished, final reports clean

Clocking
  – Clk pin slew, worst setup/hold paths: ~60 ps
  – Worst skew pair latency: about 330 ps
  – CTS tree: done
  – Clock buffer count from CTS: 9
  – Clock net sink count: just over 60
  – Hold_buf cts: 0
  – Root Buffer Master: clkbuf_8
  – CTS Buffer Depth: 2
  – H-tree level count: 3

STA
  – RSZ-0062 raised after global routing: false
  – Setup TNS: 0 ps
  – Final worst-path cycle share: a little over nine tenths
  – Hold slack: 311 ps
  – Setup-failing EPs final: 0
  – Post-route minimum period: approximately 940 ps
  – Clock skew: ~4.6 ps
  – Fmax: between 1000 and 1500 MHz
  – Final hold violations: 0
  – Slew Limit Fails: 0

Floorplan
  – Die width: between 100 and 150 µm
  – Boundary Pins: about 70
  – Floorplan core density: 14.0%
  – Die Size: roughly 14000 µm²
  – Die H: 117 µm
  – # rows: 35
  – Core area: ~9200 µm²

Power
  – Comb pwr share: 3.8%
  – Sw Ratio: between 15 and 20%
  – Total Power: between 4000 and 5000 µW
  – Cell Int Power: between 3000 and 4000 µW
  – Static leakage power: around 0.00086 µW
  – Pwr dens: ~2200 nW/µm²
  – Psw: just over 900 µW
  – Max IR drop VDD: between 0.0005 and 0.0006 V
  – Seq pwr share: 58.0%
  – Clock group share of total power: 38.2%

Synthesis
  – Count of library flops with an enable pin: 0
  – Yosys Instances: about 69
  – Ys async rst share: 0%
  – Chip Area, Yosys: about 1300 µm²
  – Ys flop type: dfxtp_1
  – Number of distinct library cells after synthesis: 3
  – Synth top cell by count: dfxtp_1
  – Post-Syn Area: 1290 µm²
  – Syn Inst Count: 69
  – Syn. warnings: 1
  – Flops after synth: ~62
  – Dominant cell type by area after synthesis: dfxtp_1
  – Syn_area_per_cell: ~19 µm²
  – Max-area cell share: 96.2%
  – Top area cell types: dfxtp_1 96%, buf_4 3.5%, conb_1 0.29%
  – Post-synth seq share: 96.2%
  – Synth cell count leaders: 62 x dfxtp_1, 6 x buf_4, 1 x conb_1

Cells and area
  – Synth-to-Final Area Change: 57.0%
  – Layout cells sized above 1: between 30% and 40%
  – Fillers: 974
  – Finished Core Util: 22.0%

Drt
  – # DRC: 0
  – DR pass1 iterations: 2
  – Vias per cell: 2.71
  – DR iter-0 viols: 20
  – Via count: between 600 and 700
  – Drt wl/cell: 11.5 µm
  – Total routed wirelength: between 2000 and 3000 µm
  – Number of nets with antenna violations after routing: 0

Flow run
  – Maxcap violations: 0
  – OpenROAD warnings: 26

Worst setup path
  – CP max FO: 1
  – Worst Setup End Kind: output port
  – Critical Path Source: a_e[5]
  – Worst Path Buf+Inv: 1
  – Crit-path slowest cell: dfxtp_2
  – Cell family with most CP delay: flip-flops
  – Worst path cell trace: buf_2
  – Worst path max stage delay: 310 ps
  – Critical Path AT: 740 ps
  – Reg-to-reg critical path startpoint: a[30]
  – Critical path class: flop to output port
  – Critical path launch point type: flop
  – Req. time, crit path: ~800 ps

Global route
  – Vias in the first global route: roughly 730
  – Initial antenna violation count: 2
  – Largest net degree at the start of global routing: 10
  – GR Overflow Total: 0
  – Total Routing Usage GR: about 4.1%
  – First-pass GRT wire length: 4100 µm

Hold path
  – Hold Path Class: input pin to flop
  – Hold_sp: func_in[17]
registers in the layout, indices dropped and copies added (netlist names):
signal and count:
a 31, a_e 8, val_out_1 23
repair_timing:
item,CTS,global route
resized,100,0
buffers inserted,0,0
endpoints found under the setup margin,31,0
power groups by stage:
stage	clock [µW]	sequential [µW]	combinational, µW
CTS	1830	2630	181
global route	1940	2640	191
finish	1730	2630	174
layout by cell type (no fill, tap or decap), drive strengths merged:
| master | n |
|---|---|
| clkdlybuf4s50 | 31 |
| buf | 31 |
| conb | 6 |
| clkinv | 2 |
| diode | 1 |
| clkbuf | 13 |
| dfxtp | 62 |
per-layer routing:
layer | share of wire [%] | global-route usage, %
met1 | 40 | 4.48
met2 | 39 | 5.32
met3 | 19 | 4.28
met4 | 2.0 | 0.988
met5 | 0.31 | 0
through the flow:
| step | cells | cell area [µm²] | worst slack, ps |
|---|---|---|---|
| after global routing | 256 | 2020 | 13.4 |
| after detailed placement | 241 | 2020 | 11.9 |
| after CTS | 256 | 2020 | 19.1 |
| after global placement | 241 | 2020 | 19.9 |
| after floorplan | 74 | 1310 | 538 |
| final | 257 | 2030 | 55.1 |
area by class of cell:
| type | count | area (µm²) | area share, % |
|---|---|---|---|
| clock inverters | 2 | 10.0 | 0.494 |
| diodes | 1 | 2.50 | 0.124 |
| flip-flops and latches | 62 | 1250 | 61.6 |
| clock buffers | 13 | 139 | 6.86 |
| repair buffers | 62 | 465 | 23.0 |
| well taps | 111 | 139 | 6.86 |
| multi-input cells | 6 | 22.5 | 1.11 |
cell families after synthesis:
logic type | synth area share (%)
other | 0.291
DFF | 96.2
buffers and inverters | 3.49
path summary, 6_finish.rpt:
path	endpoint	slack, ps	cells past startpoint
setup / recovery	val_out_2[5]	60	1
hold reg to reg	val_out_1[12]	330	0
hold / removal	a[17]	310	1
setup reg to reg	a_e[7]	600	0
Power and IR drop assume default switching activity.
