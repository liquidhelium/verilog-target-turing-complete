File: ./design.v
module pc_reg (
    input  logic        clk,
    input  logic        rst,
    input  logic [15:0] next_pc,
    output logic [15:0] pc
);
    always_ff @(posedge clk or posedge rst) begin
        if (rst) begin
            pc <= 16'd0;
        end else begin
            pc <= next_pc;
        end
    end
endmodule
module next_pc_logic (
    input  logic [15:0] current_pc,
    input  logic [7:0]  opcode,
    input  logic [15:0] imm,
    input  logic        zero_flag,
    output logic [15:0] next_pc
);
    localparam OP_NOP   = 8'h00;  
    localparam OP_JMP   = 8'h01;  
    localparam OP_BREQ  = 8'h02;  
    localparam OP_HALT  = 8'hFF;  
    always_comb begin
        case (opcode)
            OP_JMP: begin
                next_pc = imm;
            end
            OP_BREQ: begin
                if (zero_flag)
                    next_pc = current_pc + imm;  
                else
                    next_pc = current_pc + 16'd1;
            end
            OP_HALT: begin
                next_pc = current_pc;  
            end
            default: begin
                next_pc = current_pc + 16'd1;
            end
        endcase
    end
endmodule
module simple_cpu (
    input  logic        clk,
    input  logic        rst,
    input  logic [7:0]  opcode,
    input  logic [15:0] imm,       
    input  logic        condition,  
    output logic [15:0] pc_out     
);
    logic [15:0] current_pc_wire;
    logic [15:0] next_pc_wire;
    pc_reg pc_inst (
        .clk(clk),
        .rst(rst),
        .next_pc(next_pc_wire),
        .pc(current_pc_wire)
    );
    next_pc_logic logic_inst (
        .current_pc(current_pc_wire),
        .opcode(opcode),
        .imm(imm),
        .zero_flag(condition),
        .next_pc(next_pc_wire)
    );
    assign pc_out = current_pc_wire;
endmodule
File: ./run.sh
#!/bin/bash
# OpenROAD 26Q1-2900-gdf79404cd8, Yosys 0.63+post, stock flow scripts
make -C /OpenROAD-flow-scripts/flow DESIGN_CONFIG=/design/flow/config.mk WORK_HOME=/design/flow/orfs finish
File: ./config.mk
export PLATFORM = sky130hd
export DESIGN_NAME = simple_cpu
export DESIGN_NICKNAME = simple_cpu
export VERILOG_FILES = /design/flow/design.v
export SDC_FILE = /design/flow/constraint.sdc
export NUM_CORES = 4
export LEC_CHECK = 1
export CORE_UTILIZATION = 30
File: ./constraint.sdc
current_design simple_cpu

set clk_period 7.0
set clk_io_pct 0.2

create_clock -name clk0 -period $clk_period [get_ports {clk}]

set non_clock_inputs [all_inputs -no_clocks]
set_input_delay [expr $clk_period * $clk_io_pct] -clock clk0 $non_clock_inputs
set_output_delay [expr $clk_period * $clk_io_pct] -clock clk0 [all_outputs]
==> impl_metrics.toml <==
# yosys + openroad results
[status]
status = "completed"

[floorplanning]
die_w_um = 84.8
die_h_um = 84.8
fp_util_pct = 31.7
io_pins = 43
chipArea_um2 = 7200
core_area_um2 = 6490
rows = 29

[worst_setup_path]
arrival_ps = 4050
r2r_slack_ps = 4220
critPathKind = "in2reg"
endpoint_kind = "flip-flop"
start_kind = "input pin"
worstPathMaxFanout = 3
r2r-end = "pc_inst.pc[12]$_DFFE_PP0P_"
cp.required_ps = 7190
worst_r2r_path_depth = 9
timing.rr.start = "pc_inst.pc[0]$_DFFE_PP0P_"

[yosys]
ys_sh_mux_pct = 0
top_logic_kind = "AND-OR/OR-AND gates"
synth.distinct_cells = 56
ys_chip_area_um2 = 2060
synth.cellmix.simpleShare_pct = 22.7
yosys_cells = 266
synth_area_um2 = 2060
synth.most_common_cell = "a21oi_1"
adder_share_pct = 10.7
synthArstFlopShare_pct = 100
synthTopCellsByArea = "dfrtp_1 19%, ha_1 9.7%, a21oi_1 6.8%"
ys_sh_xor_pct = 7.66
synth.avg_cell_area_um2 = 7.74
synth-main-ff-cell = "dfrtp_1"
edf_count = 0
largest_area_cell = "dfrtp_1"
synth_cells = 266
ys_sh_aoi_pct = 32.6
top_cell_area_share_pct = 19.5
ys_ff = 16
ys_seq_share_pct = 19.5
yosysWarnings = 2
synthTopCellsByCount = "28 x a21oi_1, 21 x nand2_1, 20 x nor2_1, 17 x o21ai_0"

[sta]
timing.fmax_mhz = 259
finalSetupTns_ps = 0
finClkSkew_ps = 3.20
period_used_pct = 55.2
min_period_ps = 3860
finalHoldViolations = 0
layout_setup_ws_ps = 3140
slew_violations = 0
setup_viol = 0
rsz0062_at_grt = "false"
tightest_slew_ps = 773
relSlewSlack_pct = 48.5

[global_routing]
grt_usage_pct = 18.1
grt_max_degree = 21
grt_pass1_vias = 2025
grt_pass1_wl_um = 10400
overflow = 0
antenna_found_initial = 0

[route]
post_drt_wl_per_cell_um = 16.3
vias = 2176
routed_wl_um = 6170
ant_nets = 0
drt_first_iter_violations = 200
drt-pass1-iter-count = 20
vias_per_cell = 5.74
diodes = 0
drc = 0

[clock_network]
clk-insertion-delay-late_ps = 260
root_buffer = "clkbuf_8"
cts_made_buffers = 3
ctsResizeCount = 0
post-cts-setup-buffers = 0
htreeDepth = 1
cts_tree = "built"
path_clk_slew_ps = 80
cts.sinks = 16
cts_buffer_depth = 2
ctsHoldBuffers = 0

[min_path]
min_to = "pc_inst.pc[15]$_DFFE_PP0P_"
hp-start = "pc_inst.pc[15]$_DFFE_PP0P_"
holdPathStages = 2
worstHoldPathType = "reg2reg"

[power_and_ir_drop]
switching_share_pct = 44.3
powerDensity_nw_per_um2 = 284
clkPwrFrac_pct = 12.5
peakVddDrop_uv = 162
combPwrFrac_pct = 61.5
intPower_mw = 0.405
seqPwrFrac_pct = 26.1
cellLeakagePower_nw = 1.03
switchingPower_mw = 0.322

[final_layout]
largest_register_ffs = 16
syn_to_final_growth_pct = 24.3
drive_gt1_share_pct = 4.64
final_cell_count_no_fill = 379

[placed_design]
dpl.hpwl_um = 4600
dp.cells = 375
io_buffers = 42
dp_slack_ps = 2850
place.gp.congestion = 0.958

[flow_run]
warnings = 25
cap_violations = 0
[through the flow]
stage                     area, um^2  hold slack, ps  util (%)  power, mW
after floorplan                 2060             527         -      0.488
after global placement          2500             601      38.5      0.634
after detailed placement        2500             613      38.5      0.632
after CTS                       2560             627      39.4      0.728
after global routing            2560             675      39.4      0.798
final                           2560             625      39.4      0.727
[logic make-up (layout without fill, tap and decap cells)]
logic type | after synthesis | in the layout
xor gates and xnor gates | 18 | 18
AOI/OAI and AO/OA | 99 | 99
adders and majority gates | 17 | 17
buffers and inverters | 27 | 63
DFF | 16 | 16
and+or+nand+nor | 89 | 89
[routing by layer]
metal	routed length, um	part of all wire, %	GRT usage (%)
met1	2830	46	27.6
met2	2810	45	29.3
met3	453	7.3	1.88
met4	76	1.2	2.00
met5	0	0	0
[cells in the final DEF (no fill, tap or decap), drive strengths merged, types with 3 or more instances in the layout]
cell type / synthesis / routed
a21o: 7 / 7
a21oi: 29 / 29
a221oi: 4 / 4
a222oi: 4 / 4
a22oi: 3 / 3
a31oi: 10 / 10
and2: 3 / 3
and3: 5 / 5
clkbuf: 9 / 4
clkdlybuf4s50: 0 / 42
dfrtp: 16 / 16
ha: 16 / 16
inv: 15 / 15
nand2: 21 / 21
nand3: 11 / 11
nand4: 8 / 8
nor2: 20 / 20
nor3: 4 / 4
o2111ai: 3 / 3
o211ai: 4 / 4
o21ai: 17 / 17
or3: 3 / 3
xnor2: 12 / 12
xor2: 6 / 6
[worst max path at each step]
stage / cells past startpoint / slack [ps] / to / from
6_report: 10 / 3140 / pc_inst.pc[12]$_DFFE_PP0P_ / imm[0]
5_1_grt: 10 / 2930 / pc_inst.pc[12]$_DFFE_PP0P_ / imm[0]
4_1_cts: 10 / 3110 / pc_inst.pc[12]$_DFFE_PP0P_ / imm[0]
[worst max-delay path, stage by stage]
cell	delay [ps]
clkdlybuf4s50_1	490
ha_1	200
inv_1	60
fa_1	390
and2b_1	240
o2111ai_2	140
a2111oi_2	380
nor3_1	110
or4b_1	470
a31oi_1	160
[power by group through the flow]
stage | Sequential, mW | Combinational (mW) | Clock, mW
CTS | 0.188 | 0.446 | 0.0932
global route | 0.196 | 0.508 | 0.0936
finish | 0.190 | 0.447 | 0.0908
[layout make-up]
cell class / instances / area, um^2
tap: 77 / 96.3
timing repair buffer: 44 / 435
multi-input combinational: 223 / 1520
clock buffer: 4 / 55.1
inverter: 15 / 56.3
fill: 668 / 3940
sequential: 16 / 400
Power figures rest on the tool's default switching activity, not on a simulated workload.
