`design.v`:
```
module alu (
    input  logic [15:0] a,
    input  logic [15:0] b,
    input  logic [2:0]  op,  
    output logic [15:0] res,
    output logic        zero,
    output logic        neg
);
    always_comb begin
        case (op)
            3'b000: res = a + b;        
            3'b001: res = a - b;        
            3'b010: res = a & b;        
            3'b011: res = a | b;        
            3'b100: res = a ^ b;        
            3'b101: res = ~a;           
            3'b110: res = a << 1;       
            3'b111: res = a >> 1;       
            default: res = 16'd0;
        endcase
        zero = (res == 16'd0);
        neg  = res[15];  
    end
endmodule
module conditioner (
    input  logic       zero_flag,
    input  logic       neg_flag,
    input  logic [2:0] cond_code,  
    output logic       take_branch
);
    always_comb begin
        case (cond_code)
            3'b000: take_branch = 1'b1;
            3'b001: take_branch = zero_flag;
            3'b010: take_branch = !zero_flag;
            3'b011: take_branch = neg_flag;
            3'b100: take_branch = !neg_flag;
            default: take_branch = 1'b0;
        endcase
    end
endmodule
module reg_file (
    input  logic        clk,
    input  logic        rst,
    input  logic        we,           
    input  logic [1:0]  rd_addr,      
    input  logic [1:0]  rs1_addr,     
    input  logic [1:0]  rs2_addr,     
    input  logic [15:0] write_data,
    output logic [15:0] rs1_data,
    output logic [15:0] rs2_data
);
    logic [15:0] regs [3:0];
    assign rs1_data = regs[rs1_addr];
    assign rs2_data = regs[rs2_addr];
    always_ff @(posedge clk or posedge rst) begin
        if (rst) begin
            regs[0] <= 16'd0;
            regs[1] <= 16'd0;
            regs[2] <= 16'd0;
            regs[3] <= 16'd0;
        end else if (we) begin
            regs[rd_addr] <= write_data;
        end
    end
endmodule
module advanced_cpu (
    input  logic        clk,
    input  logic        rst,
    input  logic [31:0] instruction,  
    output logic [15:0] pc_out,
    output logic [15:0] alu_result,
    output logic        branch_taken
);
    logic [3:0]  opcode;
    logic [2:0]  func3;
    logic [1:0]  rd_idx, rs1_idx, rs2_idx;
    logic [15:0] imm_val;
    logic [2:0]  alu_op;
    logic        reg_we;
    logic        use_imm;
    logic        is_branch;
    logic [2:0]  branch_cond;
    logic [15:0] current_pc;
    logic [15:0] next_pc;
    logic [15:0] rs1_val;
    logic [15:0] rs2_val;
    logic [15:0] alu_in_b;
    logic [15:0] alu_out;
    logic        zero_flag, neg_flag;
    logic        do_branch;
    assign opcode   = instruction[31:28];
    assign func3    = instruction[27:25];
    assign rd_idx   = instruction[24:23];
    assign rs1_idx  = instruction[22:21];
    assign rs2_idx  = instruction[20:19];
    assign imm_val  = instruction[15:0];
    always_comb begin
        reg_we      = 1'b0;
        use_imm     = 1'b0;
        is_branch   = 1'b0;
        alu_op      = 3'b000;
        branch_cond = 3'b000;
        case (opcode)
            4'b0000: begin  
                reg_we  = 1'b1;
                use_imm = 1'b0;
                alu_op  = func3;
            end
            4'b0001: begin  
                reg_we  = 1'b1;
                use_imm = 1'b1;
                alu_op  = func3;
            end
            4'b0010: begin  
                is_branch   = 1'b1;
                branch_cond = func3;
            end
            default: begin
            end
        endcase
    end
    always_ff @(posedge clk or posedge rst) begin
        if (rst) begin
            current_pc <= 16'd0;
        end else begin
            current_pc <= next_pc;
        end
    end
    reg_file regs (
        .clk(clk),
        .rst(rst),
        .we(reg_we),
        .rd_addr(rd_idx),
        .rs1_addr(rs1_idx),
        .rs2_addr(rs2_idx),
        .write_data(alu_out),
        .rs1_data(rs1_val),
        .rs2_data(rs2_val)
    );
    assign alu_in_b = use_imm ? imm_val : rs2_val;
    alu main_alu (
        .a(rs1_val),
        .b(alu_in_b),
        .op(alu_op),
        .res(alu_out),
        .zero(zero_flag),
        .neg(neg_flag)
    );
    conditioner cond_unit (
        .zero_flag(zero_flag),
        .neg_flag(neg_flag),
        .cond_code(branch_cond),
        .take_branch(do_branch)
    );
    assign branch_taken = is_branch & do_branch;
    always_comb begin
        if (is_branch && do_branch) begin
            next_pc = current_pc + imm_val;
        end else begin
            next_pc = current_pc + 16'd1;
        end
    end
    assign pc_out = current_pc;
    assign alu_result = alu_out;
endmodule
```
`run.sh`:
```
#!/bin/bash
# OpenROAD 26Q1-2900-gdf79404cd8, Yosys 0.63+post, stock flow scripts
make -C /OpenROAD-flow-scripts/flow DESIGN_CONFIG=/design/flow/config.mk WORK_HOME=/design/flow/orfs finish
```
`config.mk`:
```
export PLATFORM = sky130hd
export DESIGN_NAME = advanced_cpu
export DESIGN_NICKNAME = advanced_cpu
export VERILOG_FILES = /design/flow/design.v
export SDC_FILE = /design/flow/constraint.sdc
export NUM_CORES = 4
export LEC_CHECK = 1
export CORE_UTILIZATION = 50
```
`constraint.sdc`:
```
current_design advanced_cpu

set clk_period 24.5
set clk_io_pct 0.2

create_clock -name clk0 -period $clk_period [get_ports {clk}]

set non_clock_inputs [all_inputs -no_clocks]
set_input_delay [expr $clk_period * $clk_io_pct] -clock clk0 $non_clock_inputs
set_output_delay [expr $clk_period * $clk_io_pct] -clock clk0 [all_outputs]
```
==> flow_summary_export.csv <==
group,metric,value,unit
drt,vias,6422,
drt,antenna_left,0,
clock_network,clkLatencyLatePin,0.34,ns
timing,slew_headroom,32.5,%
floorplanning,design.core.area,14500,sq um
finish,area_growth,16.1,%
global_route,antenna_found_initial,0,
critical_path,crit_path_end_kind,"primary output",
pwr,swShare,45.0,%
critical_path,critical_path.cell_chain,"clkdlybuf4s50_1 > or3_1 > nor3_1 > nor2_1 > xnor2_1 > fa_1 > a211oi_1 > o21ai_0 > a21oi_1 > xor2_1 > o2111ai_1 > nor4_1 > nand4b_1 > nor4_2 > a31oi_4 > a21oi_4 > clkdlybuf4s50_1",
synth,yosys-stat-area,7430,sq um
critical_path,crit_required,19.60,ns
clock_network,clock_sinks,80,
drt,drt_iter0_drc,477,
timing,final-setup-viol-count,0,
synth,area_leaders,"dfrtp_1, mux4_2, ha_1, mux2_2, o21ai_0",
clock_network,cts_root_buf,"clkbuf_16",
critical_path,start_kind,"input pin",
synth,synth_cell_type_count,81,
floorplanning,die_h,124,um
synth,top_area_share,26.9,%
clock_network,cts.path.max_buffers,2,
clock_network,cts_setup_buffers,0,
synth,top_cell,"dfrtp_1",
floorplanning,fp_util,51.2,%
timing,period_needed,16.46,ns
timing,drv_slew,0,
pwr,ir_worst_vdd,0.0000749,V
synth,ys_sh_aoi,16.6,%
global_route,grt_pass1_wl,34400,um
synth,synth.avg_cell_area,9.32,sq um
critical_path,critical_path_class,"in -> out",
synth,ys_sh_mux,19.7,%
pwr,intPower,725,uW
synth,syn_inst,798,
synth,synth_area,7430,sq um
pwr,p_per_area,153,nW/um^2
synth,yosysSeqAreaShare,26.9,%
pwr,switchingPower,592,uW
drt,routed_wl,22000,um
clock_network,hold_buffers,0,
floorplanning,chipArea,15400,sq um
timing,rsz0062_at_grt,"no",
pwr,combPwrFrac,69.8,%
flow_run,drv_cap,0,
synth,ys_cells,798,
floorplanning,rows,44,
floorplanning,ios,67,
pwr,leakagePower,3.75,nW
outcome,status,"finished, final reports clean",
synth,common_cells,"dfrtp_1, nor2_1, nand2_1",
critical_path,cpPeakStageDelay,0.88,ns
clock_network,post_cts_resize_count,0,
drt,drt_drc_violations_left,0,
drt,routedWlPerCell,21.1,um
pwr,power.total,1.32,mW
critical_path,cp_slowest_cell,"nor3_1",
pwr,seqPwrFrac,18.9,%
synth,synth-edff-count,0,
placement,portBuffers,63,
worst_hold_path,hold_class,"reg -> reg",
flow_run,warnings,45,
global_route,grt-ovfl-total,0,
clock_network,h-tree-depth,3,
placement,routabilityCongestion,0.960,
synth,xor_area_share,3.89,%
timing,finalCritPeriodShare,67.2,%
global_route,grt_start_max_net_pins,65,
critical_path,crit_arrival,11.56,ns
synth,numSynthFlops,80,
global_route,first_global_vias,6041,
timing,finalHoldViolCount,0,
synth,logic_family,"multiplexers",
global_route,track_usage,31.7,%
timing,worstMarginPinSlew,1.01,ns
synth,adder_share,10.8,%
synth,yosys.area.top_type,"dfrtp_1",
synth,yosys_most_used_dff,"dfrtp_1",
drt,via_per_inst,6.16,
synth,ys_sh_simple,16.4,%
synth,yosysWarningCount,5,
timing,finalClockSkew,0.00772,ns
critical_path,critPathMostFrequentCell,"clkdlybuf4s50_1",
clock_network,cts_buffers,9,
placement,place.detailed.hpwl,16500,um
timing,clock.fmax,60.7,MHz
clock_network,cts.clk_slew.worst_paths,0.06,ns
critical_path,path_max_fanout,17,
synth,synthArstFlopShare,100,%
clock_network,cts_tree,"done",
timing,fin_setup_tns,0,ns
drt,firstDrtPassIters,5,
floorplanning,die-width,124,um
pwr,p_clk_share,11.3,%
drt,num_antenna_cells,0,
finish,drive_gt1_share,15.7,%
==> cell type report <==
class / count / area, sq um
Clock buffer: 10 / 229
Clock inverter: 4 / 95.1
Fill cell: 1212 / 5900
Inverter: 60 / 226
Multi-Input combinational cell: 616 / 5020
Sequential cell: 80 / 2000
Tap cell: 184 / 230
Timing Repair Buffer: 89 / 826
==> kinds of logic after synthesis <==
group           after synthesis
compound gates              182
buf+inv                     102
xor+xnor                     33
simple gates                243
flops                        80
fa+ha+maj                    63
mux                          95
==> state kept, by name, summed over array words and instances, names as in the netlist <==
name        flops
current_pc     16
regs.regs      64
==> power groups by stage <==
stage                 combinational (mW)  sequential (mW)  clock (mW)
after CTS                          0.912            0.249       0.153
after global routing                1.01            0.260       0.159
final                              0.920            0.249       0.149
==> per-layer routing <==
layer | global-route usage [%] | up-vias | wire length (um)
met5 | 0 | - | 0
met4 | 5.28 | 0 | 463
met3 | 7.66 | 37 | 1790
met2 | 45.9 | 244 | 9740
met1 | 50.7 | 3085 | 10000
li1 | - | 3056 | -
==> metrics by stage <==
stage	hold slack [ns]	cell area [sq um]	std cells	setup WS, ns	utilization (%)
final	0.499	8630	1043	8.04	59.4
after global routing	0.546	8630	1043	7.68	59.4
after CTS	0.507	8630	1043	8.08	59.4
after detailed placement	0.494	8310	1029	8.12	57.1
after global placement	0.478	8310	1029	8.16	57.1
after floorplan	0.456	7430	798	10.15	-
==> worst max-delay path, delay by kind of cell <==
family | cells | cell delay, ns
xor gates and xnor gates | 2 | 0.42
buffers and inverters | 2 | 1.07
and+or+nand+nor | 6 | 2.74
adders and majority gates | 1 | 0.46
AOI/OAI and AO/OA | 6 | 1.96
==> final timing paths <==
check | startpoint | endpoint | slack [ns] | cells after the start
worst max register to register | regs.regs[3][0]$_DFFE_PP0P_ | current_pc[15]$_DFF_PP0_ | 16.40 | 27
min in group asynchronous | rst | current_pc[2]$_DFF_PP0_ | 4.83 | 2
max in group asynchronous | rst | regs.regs[0][15]$_DFFE_PP0P_ | 18.59 | 3
worst min register to register | regs.regs[1][11]$_DFFE_PP0P_ | regs.regs[1][11]$_DFFE_PP0P_ | 0.50 | 2
worst max-delay path | instruction[29] | branch_taken | 8.04 | 17
worst min-delay path | regs.regs[1][11]$_DFFE_PP0P_ | regs.regs[1][11]$_DFFE_PP0P_ | 0.50 | 2
==> layout by cell type, fill, tap and decap left out, types with 4 or more instances in the layout <==
cell type / n
a211oi_1: 8
a21o_1: 5
a21oi_1: 40
a22oi_1: 4
and2_1: 20
buf_4: 26
clkbuf_16: 9
clkdlybuf4s50_1: 63
dfrtp_1: 80
ha_1: 61
inv_1: 59
mux2_2: 38
mux2i_1: 20
mux4_2: 36
nand2_1: 63
nand2b_1: 8
nand3_1: 16
nor2_1: 64
nor2b_1: 6
nor3_1: 20
nor4_1: 7
o211ai_1: 10
o21ai_0: 51
o22ai_1: 4
or2_2: 4
or3_1: 10
xnor2_1: 27
xor2_1: 6
Power and IR drop assume default switching activity.
